`/design/flow/constraint.sdc`:
```
current_design block_averaging_2x

set clk_period 4.3
set clk_io_pct 0.2

create_clock -name clk0 -period $clk_period [get_ports {clk}]

set non_clock_inputs [all_inputs -no_clocks]
set_input_delay [expr $clk_period * $clk_io_pct] -clock clk0 $non_clock_inputs
set_output_delay [expr $clk_period * $clk_io_pct] -clock clk0 [all_outputs]
```
`/design/flow/design.v`:
```
module block_averaging_2x (
    input wire clk,               
    input wire reset_n,           
    input wire start,             
    input wire [7:0] pixel_in,    
    output reg [7:0] pixel_out,      
    output reg done,                 
    output reg [1:0] pixel_count    
);
    localparam IDLE_STATE      = 2'b00;
    localparam FETCH_PIXELS    = 2'b01;
    localparam DONE_STATE      = 2'b10;
    reg [1:0] state;  
    reg [9:0] pixel_sum;  
    always @(posedge clk or negedge reset_n) begin
        if (!reset_n) begin
            state <= IDLE_STATE;
            done <= 1'b0;
            pixel_count <= 2'b00;
            pixel_sum <= 10'b0;
        end else begin
            case (state)
                IDLE_STATE: begin
                    if (start) begin
                        state <= FETCH_PIXELS;
                        pixel_count <= 2'b00;
                        pixel_sum <= 10'b0;  
                        done <= 1'b0;
                    end
                end
                FETCH_PIXELS: begin
                    pixel_sum <= pixel_sum + pixel_in;
                    pixel_count <= pixel_count + 1'b1;
                    if (pixel_count == 2'd3) begin
                        state <= DONE_STATE;
                    end
                end
                DONE_STATE: begin
                    pixel_out <= pixel_sum >> 2;
                    done <= 1'b1;
                    state <= IDLE_STATE;
                end
                default: begin
                    state <= IDLE_STATE;
                end
            endcase
        end
    end
endmodule
```
`/design/flow/config.mk`:
```
export PLATFORM = sky130hd
export DESIGN_NAME = block_averaging_2x
export DESIGN_NICKNAME = block_averaging_2x
export VERILOG_FILES = /design/flow/design.v
export SDC_FILE = /design/flow/constraint.sdc
export NUM_CORES = 4
export LEC_CHECK = 1
export CORE_AREA = 10 10 90 90
export DIE_AREA = 0 0 100 100
```
`/design/flow/run.sh`:
```
#!/bin/bash
# OpenROAD 26Q1-2900-gdf79404cd8, Yosys 0.63+post, stock flow scripts
make -C /OpenROAD-flow-scripts/flow DESIGN_CONFIG=/design/flow/config.mk WORK_HOME=/design/flow/orfs finish
```
==> notes.md <==
The run finished with clean final reports. Startpoint of the lowest-slack hold path: pixel_sum[3]. The tools report the clock latency of the later-clocked register in the worst-skew pair as 0.27 ns.

TritonCTS built the clock tree. Measured on the finished design, the core utilization comes to 25.6%. In the Yosys report the total cell count is 110. Worst vdd rail ir drop: 0.205 mV. For the count of clock tree sinks, the log shows 24. The capture point of the critical path was reported as pixel_sum[6]. The repair_antennas step left the layout with diodes totalling 0. The number of max-capacitance violations reported is 0, and the number of H-tree branching levels is 1. Per the final layout report, the fraction of cells sized above drive strength 1 comes to 8.15%. With the number of synthesized flops with an enable pin at 8, the count of boundary I/O pins is 22. For the final routed database, the setup TNS stands at 0 ns. The register bit count reported by yosys was 24.

The clock arrives with 0.00669 ns of skew. From the final report, the count of setup violators was given as 0. In the final routed layout, each cell accounts on average for 12.2 um.

For the worst setup path, the data arrival time is 2.88 ns. The internal reg-to-reg setup slack came out at 2.27 ns. For the effective utilization at floorplan, the log shows 19.5%. The detailed router reported a total wirelength of 2580 um. The post-synthesis cell type count is 33, and the setup slack at placement is 1.34 ns. With the post-detailed-route via-to-cell ratio at 4.17, the number of antenna violations at the first check in global routing is 0. The tools report the master cell of the clock root buffer as clkbuf_8.

After detailed placement, the total cell area comes to 1530 um^2. After layout, the worst path uses 63.2% of the clock period. Per STA, the startpoint of the critical path is pixel_in[0]. Note, the detailed placer reported a final HPWL of 1950 um.

The run gives 976 uW as the overall power consumption. The die span in y was 100 um. The routed layout reports a DRC error count of 0.

Counting cells, the worst reg-to-reg path comes to 8. Highest achievable clock rate: 0.368 GHz. The total area inside the core boundary comes to 6280 um^2.

With the per-instance average area after synthesis at 11.1 um^2, the number of clock buffers inserted by TritonCTS is 3. The layout overhead on the synthesized area was 31.2%. The transition time recorded at the tightest slew-check pin is 0.497 ns.

Share of flip-flops with an asynchronous set or reset: 66.7%. Subtracting the final worst setup slack from the clock period gives 2.72 ns. In the final report, the number of pins over their slew limit comes to 0. Buffers added to address setup during post-CTS repair amount to 0. The final hold violation count was 0. Setup repair after global routing left no endpoint under its margin.

The tools report the category of the worst setup path launch point as a primary input. The worst setup path is captured at a flop. The placement report lists the number of port buffers as 21. Buffers inserted to repair hold after CTS numbered 0. The instance count of the mapped netlist was 110; the portion of the post-synthesis area used by sequential elements was 52.5%.

The run gives 1220 um^2 as the area reported by Yosys stat. Among all cell types in the netlist, the one instantiated most often is dfrtp_1. The overall die size recorded for this design is 10,000 um^2. The total power divided by cell area works out to 609 nW/um^2. By count the netlist is led by dfrtp_1 (15), ha_1 (9), nand2_1 (9). The global route stage reports its total congestion overflow as 0.

The tools report the count of yosys warnings during synthesis as 1. The synthesized netlist occupies a cell area of 1220 um^2. The critical path class is in2reg.

With the count of cells resized by post-cts repair at 0, the horizontal extent of the die is 100 um. The run gives 4 for the detailed-router iteration count before antenna repair. The launch instance of the worst register-to-register path is pixel_sum[0]. At the end of routability-driven placement, the weighted congestion stood at 0.830. The first-pass GRT wire length came out at 4200 um. In this run the core area contains 29 standard-cell rows.

STA reports the tightest min-delay check as being of type reg2reg. The tools report the largest net degree at the start of global routing as 18. The logs give 5.21% for the total routing resource utilization after global routing and 856 for the number of global-route vias before repair. The layout stage reports a final design area of 1600 um^2.

For reference, the top cells by area after synthesis are dfrtp_1 (31%), edfxtp_1 (20%), ha_1 (9.2%), o21ai_1 (3.3%), nand2_1 (2.8%). The worst register-to-register path ends at pixel_sum[6]. After clock tree synthesis, the clock-pin slew on the worst setup and hold paths is 0.09 ns. The maximum root-to-sink buffer count is 2, and the largest fanout on the critical path is 3.

Per the detail_route report, the via count comes to 884. The first routing iteration left 18 violations. The share of the synthesized area in the top cell type was 30.7%; the number of warnings in the stage logs was 25. Once detail routing completed, the nets flagged for antenna violations numbered 0. The final setup slack of the worst path came out at 1.58 ns. The analysis attributes to cell leakage a power of 0.678 nW. Looking at the cell usage after synthesis, the top flip-flop cell is dfrtp_1.

The worst endpoint required time came out at 4.46 ns. The worst slew slack as a fraction of its limit is 66.9%. The dominant cell type by area after synthesis was dfrtp_1.
-- cell usage in the layout, fill, tap and decap left out, drive strengths merged, types with 2 or more instances in the layout --
cell type and n:
a32o 2, clkbuf 3, nand2 9, clkdlybuf4s50 21, o21a 2, dfrtp 15
inv 6, o41ai 2, a22o 2, a21o 4, a21oi 5, or2 3
edfxtp 8, nand2b 3, ha 9, o21ai 13, a211oi 2, and2 4
mux2i 3, nor2 8
-- worst min path at each step --
stage,endpoint,cells after the start,slack (ns)
4_1_cts,pixel_out[1],0,0.49
6_report,pixel_out[1],0,0.48
5_1_grt,pixel_out[5],0,0.50
-- final cells by class --
cell class                      instances  area (um^2)
Timing Repair Buffer                   22          218
Clock inverter                          1         30.0
Tap cell                               77         96.3
Clock buffer                            3         41.3
Fill cell                             655         4670
Inverter                                6         22.5
Sequential cell                        24          642
Multi-Input combinational cell         79          554
-- metal layers --
metal	GRT usage [%]	wire, um	share of wire, %
met1	7.31	1240	48
met2	7.67	1080	42
met3	1.94	213	8.2
met4	0.870	47	1.8
met5	0	0	0
-- flip-flops by register name (all words and copies together) (netlist names) --
register	count
done	1
pixel_count	2
pixel_out	8
pixel_sum	10
state	3
-- worst max-delay path, cell delays in order --
cell and delay (ns):
clkdlybuf4s50_1 0.46, ha_1 0.19, inv_1 0.07, fa_1 0.40, nand2b_2 0.20, a21oi_1 0.19
o21a_1 0.17, o21ai_0 0.08, a32o_1 0.26
-- power breakdown --
part	internal (mW)	switching, mW	total [mW]	leakage, nW
Clock	0.124	0.0731	0.198	0.0357
Sequential	0.320	0.0542	0.374	0.271
Combinational	0.203	0.202	0.405	0.372
Total	0.647	0.329	0.976	0.678
-- cells by family (layout without fill, tap and decap cells) --
| logic type | Yosys count | in the layout | share of synthesized area [%] |
|---|---|---|---|
| muxes | 3 | 3 | 2.46 |
| buffers and inverters | 7 | 32 | 2.15 |
| and+or+nand+nor | 29 | 29 | 11.7 |
| adders and majority gates | 10 | 10 | 10.8 |
| AOI/OAI and AO/OA | 35 | 35 | 18.9 |
| DFF | 24 | 24 | 52.5 |
| xor gates and xnor gates | 2 | 2 | 1.43 |
-- metrics by stage --
| step | hold WS (ns) | std cells |
|---|---|---|
| after floorplan | 0.433 | 110 |
| final | 0.479 | 212 |
| after CTS | 0.487 | 212 |
| after global routing | 0.501 | 212 |
| after detailed placement | 0.467 | 208 |
| after global placement | 0.463 | 208 |
Power is estimated from default activity; no workload was simulated.
