--- flow/design.v ---
module clkdivider1 (
    input clk,
    input rst,
    output reg clk_div_1
);
 localparam constNumber = 2;
 reg [31:0] count;
 always @ (posedge(clk), posedge(rst)) begin
  if (rst == 1'b1)
   count <= 32'b0;
  else if (count == constNumber - 1)
   count <= 32'b0;
  else
   count <= count + 1;
 end
 always @ (posedge(clk), posedge(rst)) begin
  if (rst == 1'b1)
   clk_div_1 <= 1'b0;
  else if (count == constNumber - 1)
   clk_div_1 <= ~clk_div_1;
  else
   clk_div_1 <= clk_div_1;
 end
endmodule
--- flow/run.sh ---
#!/bin/bash
# OpenROAD 26Q1-2900-gdf79404cd8, Yosys 0.63+post, stock flow scripts
make -C /OpenROAD-flow-scripts/flow DESIGN_CONFIG=/design/flow/config.mk WORK_HOME=/design/flow/orfs finish
--- flow/config.mk ---
export PLATFORM = sky130hd
export DESIGN_NAME = clkdivider1
export DESIGN_NICKNAME = clkdivider1
export VERILOG_FILES = /design/flow/design.v
export SDC_FILE = /design/flow/constraint.sdc
export NUM_CORES = 4
export LEC_CHECK = 1
export CORE_UTILIZATION = 40
--- flow/constraint.sdc ---
current_design clkdivider1

set clk_period 7.3
set clk_io_pct 0.2

create_clock -name clk0 -period $clk_period [get_ports {clk}]

set non_clock_inputs [all_inputs -no_clocks]
set_input_delay [expr $clk_period * $clk_io_pct] -clock clk0 $non_clock_inputs
set_output_delay [expr $clk_period * $clk_io_pct] -clock clk0 [all_outputs]
==> ds_physical_params.txt <==
Summary of implementation characteristics

Parameter                              Value

GRT
  Global-route wire length before repair    4620 um
  Vias in the first global route    1024
  Maximum number of pins on one net before global-route repair    34
  Global-route usage over all layers    14.8%
  Remaining Overflow, GRT    0
  Antenna violations before repair    0

STA
  WHS    0.468 ns
  Number of pins exceeding their max-slew limit in the final report    0
  Final worst path period need    2.55 ns
  Share of the cycle needed by the critical path after routing    35.0%
  RSZ-0062 raised after global routing    false
  Hold Vio Cnt, Final    0
  PnR worst setup slack    4.75 ns
  Timing-limited maximum frequency    391 MHz
  Transition time at the pin with the least slew margin    0.534 ns
  Final clock skew    0.00332 ns
  Final count of negative-setup-slack endpoints    0
  Slew Limit Headroom    64.2%
  Final-layout setup total negative slack    0 ns

CTS
  Buffer type at the clock tree root    sky130_fd_sc_hd__clkbuf_8
  Number of buffers created by CTS    5
  Cts hold-fix bufs    0
  Number of H-tree branching levels    2
  CTS tree    yes
  Worst-case clock buffer depth    2
  Clock input transition at the sequential cells of the worst setup and hold paths    0.06 ns
  Setup fix buffers added after clock tree synthesis    0
  Post-cts repair resize count    0
  CTS sink count    33
  Clock insertion delay at the later pin of the skew report    0.28 ns

Pwr
  Internal Power    0.000258 W
  Reported net switching power    0.0000636 W
  Part of the total power dissipated in combinational logic    1.3%
  Share of power burned in the clock network    41.9%
  Pleak    0.814 nW
  Pwr/cell area    188 nW/um^2
  Sequential share of power    56.8%
  Sw frac    19.7%
  Worst IR drop on VDD    0.0000953 V

Critical path
  Kind of end point of the critical path    output port
  Largest fanout of any net on the critical path    2
  Combined buffer and inverter count along the critical path    1
  Crit path to    clk_div_1
  Number of cells on the critical path    1
  Largest delay contributor family on the critical path    buffers and inverters
  Critical Path RT    5.84 ns
  Worst reg2reg path endpoint    count[26]
  CP max-delay cell    sky130_fd_sc_hd__clkdlybuf4s50_1
  Sequence of cells on the critical path    clkdlybuf4s50_1
  Launching instance or port of the critical path    clk_div_1
  Startpoint of the worst register-to-register path    count[0]
  Worst-case reg-to-reg path depth    5
  Largest stage delay on the critical path    0.46 ns
  Startpoint type of the worst setup path    flip-flop
  Register-to-register setup slack    5.56 ns
  Type of the setup path with the least slack    reg -> out
  CP arrival    1.09 ns

Route
  Antenna diode count    0
  Overall via count from detail_route    996
  Count of antenna-violating nets left after detailed routing    0
  Detailed-route vias per instance    5.21
  Pre-Repair DR Iteration Count    4
  Count of unresolved DRC violations after routing    0
  Total wire length    2500 um
  DRC violation total after the first TritonRoute iteration    41
  Drt wl/cell    13.1 um

Floorplanning
  Chip Footprint    4110 um^2
  X dimension of the die    64.1 um
  I/O pin cnt    3
  Starting utilization of the core area    41.8%
  Std-Cell Rows    22
  Core Area    3690 um^2
  Die Y    64.1 um

Logic synthesis
  Post-synth seq share    53.5%
  Ys cells    134
  Most numerous cell in the Yosys netlist    sky130_fd_sc_hd__dfrtp_1
  Unique cell type count in the Yosys netlist    19
  Cell types with the highest counts after synthesis    sky130_fd_sc_hd__dfrtp_1 (33), sky130_fd_sc_hd__xnor2_1 (22), sky130_fd_sc_hd__nand3_1 (13), sky130_fd_sc_hd__nand4_1 (12)
  Leading area contributor after synthesis    sky130_fd_sc_hd__dfrtp_1
  Post-synth top area share    53.5%
  Number of synthesized register bits    33
  Number of warnings reported in the yosys synthesis log    1
  Per-instance average area after synthesis    11.5 um^2
  Top area cell types    sky130_fd_sc_hd__dfrtp_1 (54%), sky130_fd_sc_hd__xnor2_1 (12%), sky130_fd_sc_hd__xor2_1 (5.1%)
  Number of cells produced by synthesis    134
  Chip area from the yosys synthesis statistics    1540 um^2
  Synth async-reset ratio    100%
  Number of enable-type register cells in the synthesized netlist    0
  Total standard cell area after synthesis    1540 um^2
  Post-synth top flop    sky130_fd_sc_hd__dfrtp_1

Finish
  Post-Layout Inst Area    1710 um^2
  Area Growth Syn to Fin    11.0%
  Fraction of layout cells with a size suffix above 1    8.39%
  Layout Utilization    46.4%

Min path
  Worst hold-check path type    reg -> reg

Status
  Run status    finished clean

Placed design
  Placed Area    1630 um^2
  DPL Wire Length    1720 um
  Count of buffers from port buffering    2
  Final Wtd Congestion    0.797
  Worst slack, placed    5.04 ns

Flow run
  Total tool warning count    26
  Maxcap violations    0
[stage by stage]
stage                     total power, W  instances
after CTS                       0.000326        191
after floorplan                 0.000189        134
after detailed placement        0.000191        184
final                           0.000322        191
after global placement          0.000191        184
after global routing            0.000336        191
[metal layers]
layer	GRT usage (%)	wire length, um	share of wire (%)
met5	0	0	0
met4	2.22	27	1.1
met3	4.35	75	3.0
met2	22.7	1100	44
met1	22.0	1300	52
[registers in the layout, summed over array words and instances (netlist names)]
register   flops
clk_div_1      1
count         32
[area by class of cell]
type | instances | area (um^2)
Clock buffer | 7 | 86.3
Fill cell | 342 | 1980
Inverter | 2 | 7.51
Multi-Input combinational cell | 98 | 706
Sequential cell | 33 | 826
Tap cell | 48 | 60.1
Timing Repair Buffer | 3 | 27.5
[cell usage in the layout, fill, tap and decap left out]
cell type                         netlist  final
sky130_fd_sc_hd__nor4_4                 2      2
sky130_fd_sc_hd__nor3_4                 1      1
sky130_fd_sc_hd__nand4_4                1      1
sky130_fd_sc_hd__clkbuf_1               1      1
sky130_fd_sc_hd__and3_1                 3      3
sky130_fd_sc_hd__nor2_1                 8      8
sky130_fd_sc_hd__clkbuf_8               0      6
sky130_fd_sc_hd__nand3_1               13     13
sky130_fd_sc_hd__clkdlybuf4s50_1        0      2
sky130_fd_sc_hd__dfrtp_1               33     33
sky130_fd_sc_hd__and3_2                 1      1
sky130_fd_sc_hd__ha_1                   2      2
sky130_fd_sc_hd__nor4b_1                1      1
sky130_fd_sc_hd__buf_4                  0      1
sky130_fd_sc_hd__inv_1                  2      2
sky130_fd_sc_hd__and4_1                 3      3
sky130_fd_sc_hd__xnor2_1               22     22
sky130_fd_sc_hd__xor2_1                 9      9
sky130_fd_sc_hd__nand4_1               12     12
sky130_fd_sc_hd__nor4_1                 7      7
sky130_fd_sc_hd__nand2_1                9      9
sky130_fd_sc_hd__nor3_1                 4      4
[logic make-up (layout without fill, tap and decap cells)]
group	count (synthesis)	in the layout	synth area share, %
buffers and inverters	3	12	0.730
XOR/XNOR	31	31	17.6
flip-flops	33	33	53.5
adder cells (fa/ha/maj)	2	2	1.62
AND/OR/NAND/NOR	65	65	26.5
[power by group through the flow]
stage / combinational (W) / sequential, W / clock, W
finish: 0.00000425 / 0.000183 / 0.000135
global route: 0.00000508 / 0.000183 / 0.000149
CTS: 0.00000462 / 0.000183 / 0.000139
[worst min-delay path by stage]
stage | endpoint | depth (start not counted) | slack, ns | from
global route | count[31] | 1 | 0.50 | count[31]
CTS | clk_div_1 | 1 | 0.47 | clk_div_1
finish | clk_div_1 | 1 | 0.47 | clk_div_1
Power figures rest on the tool's default switching activity, not on a simulated workload.
