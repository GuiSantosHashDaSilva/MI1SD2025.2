<file path="/design/flow/constraint.sdc">
current_design VGA_controller

set clk_period 3.0
set clk_io_pct 0.2

create_clock -name clk0 -period $clk_period [get_ports {clk}]

set non_clock_inputs [all_inputs -no_clocks]
set_input_delay [expr $clk_period * $clk_io_pct] -clock clk0 $non_clock_inputs
set_output_delay [expr $clk_period * $clk_io_pct] -clock clk0 [all_outputs]
</file>
<file path="/design/flow/config.mk">
export PLATFORM = sky130hd
export DESIGN_NAME = VGA_controller
export DESIGN_NICKNAME = VGA_controller
export VERILOG_FILES = /design/flow/design.v
export SDC_FILE = /design/flow/constraint.sdc
export NUM_CORES = 4
export LEC_CHECK = 1
export CORE_AREA = 10 10 85 85
export DIE_AREA = 0 0 95 95
</file>
<file path="/design/flow/run.sh">
#!/bin/bash
# OpenROAD 26Q1-2900-gdf79404cd8, Yosys 0.63+post, stock flow scripts
make -C /OpenROAD-flow-scripts/flow DESIGN_CONFIG=/design/flow/config.mk WORK_HOME=/design/flow/orfs finish
</file>
<file path="/design/flow/design.v">
module VGA_controller(
input clk, reset_n,
output video_on,
output reg hsync, vsync,
output [9:0] pixel_x, pixel_y
);
wire done_y, done_x;
localparam 
			  horizontal_display = 256,
			  horizontal_back_porch = 6,
			  horizontal_retrace = 38,
			  horizontal_front_porch = 19,
			  vertical_display = 480,
			  vertical_back_porch = 33,
			  vertical_retrace = 2,
			  vertical_front_porch = 10;
horizontal_counter U1(
  .clk(clk),
  .reset_n(reset_n),
  .done_x(done_x),
  .pixel_x(pixel_x)
);
vertical_counter U2(
  .clk(clk),
  .reset_n(reset_n),
  .enable(done_x),
  .done_y(done_y),
  .pixel_y(pixel_y)    
);
always@(*)
begin
  if(pixel_x < (horizontal_display + horizontal_front_porch) || pixel_x > (horizontal_display + horizontal_front_porch + horizontal_retrace -1))
  hsync = 1'b1;
else
  hsync = 1'b0;
end
always@(*)
begin
  if(pixel_y < (vertical_display + vertical_front_porch) || pixel_y > (vertical_display + vertical_front_porch + vertical_retrace -1))
  vsync = 1'b1;
else
  vsync = 1'b0;
end  
assign video_on = (pixel_x < horizontal_display && pixel_y < vertical_display )? 1'b1 : 1'b0;
endmodule
module horizontal_counter(
input clk, reset_n,
output [9:0] pixel_x,
output done_x 
);
reg [9:0] pixel_reg, pixel_next;
always@(posedge clk, negedge reset_n)
begin
  if(~reset_n)
   pixel_reg <= 10'b0;
  else
   pixel_reg <= pixel_next; 
end
always@(*)
begin
  pixel_next = done_x? 10'b0 : pixel_reg + 1;  
end
assign pixel_x = pixel_reg;
assign done_x = pixel_reg == 10'd320;
endmodule
module vertical_counter(
input clk, reset_n, enable,
output [9:0] pixel_y,
output done_y
);
reg [9:0] pixel_reg, pixel_next;
always@(posedge clk, negedge reset_n)
begin
  if(~reset_n)
   pixel_reg <= 10'b0;
  else if(enable)
   pixel_reg <= pixel_next;
  else
    pixel_reg <= pixel_reg; 
end
always@(*)
begin
  pixel_next = done_y? 10'b0 : pixel_reg + 1;  
end
assign pixel_y = pixel_reg;
assign done_y = pixel_reg == 10'd524;
endmodule
</file>
==> Flow_metrics.wiki <==
== Flow metrics ==
{| class="wikitable"
! Metric !! Value
|-
| Depth of the CTS H-tree || 1
|-
| Reg2reg path depth || 3
|-
| Total power divided by cell area || around 320 mW/mm²
|-
| Commonest Layout Cell || sky130_fd_sc_hd__clkdlybuf4s50_1
|-
| Remaining design rule violation count || 0
|-
| Number of post-CTS setup repair buffers || 0
|-
| Detailed Route Iter0 Violations || 27
|-
| Pins Over Slew Limit || 0
|-
| Antenna diode count || 0
|-
| Pre-Place Util || 0.203
|-
| Top area contributor share || 0.451
|-
| Number of warnings in the stage logs || 27
|-
| # Cells Yosys || 103
|-
| Remaining antenna violation count after routing || 0
|-
| Count of hold-fix buffers inserted at cts || 0
|-
| RSZ-0062 raised after global routing || false
|-
| Largest delay share family, worst path || simple AND/OR/NAND/NOR gates
|-
| Worst vdd rail ir drop || between 0.0001 and 0.00015 V
|-
| Final worst path period need || 2.73 ns
|-
| Sum of overflow across all layers after global routing || 0
|-
| Clock Tree Buf Depth || 2
|-
| Syn Std Cell Area || 0.00111 mm²
|-
| TritonCTS clock tree || built
|-
| Setup violations, final || 0
|-
| Non-Filler Instances || around 200
|-
| Leak || 0.000582 µW
|-
| Yosys stat area || 0.00111 mm²
|-
| Max-cap check violation count || 0
|-
| Worst Hold Path Cells || 1
|-
| GRT Overall Usage || 0.0608
|-
| Setup Skew || around 0.0043 ns
|-
| Pre-CTS setup slack || 0.563 ns
|-
| Achievable Freq || 366 MHz
|-
| Layout cell share with drive strength beyond 1 || 0.132
|-
| Post-CTS Resized || 0
|-
| Critical path cell sequence || or3b_4, or4_1, clkdlybuf4s50_1
|-
| Clock slew seen by the registers of the worst setup and hold paths || roughly 0.070 ns
|-
| Placed insts || 197
|-
| # clock sinks || 20
|-
| Latency at later pin || 0.26 ns
|-
| Required @ worst endpoint || 2.40 ns
|-
| Post-layout period usage of the worst path || 0.911
|-
| Final hold violations || 0
|-
| Detailed-router iteration count before antenna repair || 2
|-
| Largest stage delay on the critical path || 0.54 ns
|-
| Most frequently placed logic cells in the final layout || sky130_fd_sc_hd__clkdlybuf4s50_1, sky130_fd_sc_hd__dfrtp_1, sky130_fd_sc_hd__nand3_1
|-
| Final-layout fill cell count || 598
|-
| Critical-path cell with the highest stage delay || sky130_fd_sc_hd__or4_1
|-
| Die X || 95 µm
|-
| Top-level port count || 25
|-
| Run status || completed
|-
| Antenna violations before repair || 0
|-
| Placed cell area || ~0.0014 mm²
|-
| DR vias || 867
|-
| Syn-to-layout area delta || 33.7%
|-
| Rel. slew slack || 0.737
|-
| Total power consumption of the routed design || 481 µW
|-
| Total wirelength of the detailed-routed design || 2.68 mm
|-
| Number of global-route vias before repair || 858
|-
| Ys flops || 20
|-
| Die Height || 95 µm
|-
| Number of placement rows || 27
|-
| Largest net degree at the start of global routing || 21
|-
| Total non-filler cell area in the finished layout || 0.00148 mm²
|-
| Area leader, netlist || sky130_fd_sc_hd__dfrtp_1
|-
| Global placer's final weighted congestion || between 0.8 and 0.9
|-
| Path type of the worst setup path || reg2out
|-
| Transition time at the pin with the least slew margin || 0.393 ns
|-
| Port bufs || 24
|-
| Post-synth area hogs || sky130_fd_sc_hd__dfrtp_1, sky130_fd_sc_hd__xnor2_1, sky130_fd_sc_hd__nand3_1
|-
| Share of the yosys chip area belonging to registers || 0.451
|-
| CTS Root Buffer Type || sky130_fd_sc_hd__clkbuf_8
|-
| Worst path buffer plus inverter count || 1
|-
| Average wire per standard cell || ~13 µm
|-
| Critical path fanouts, max || 5
|-
| Post-DP HPWL || roughly 2.0 mm
|-
| Worst hold path type || reg2reg
|-
| Area of the die || around 0.0090 mm²
|-
| Count of different cell masters after synthesis || 38
|-
| Number of logic stages on the critical path including buffering || 3
|-
| Warning count from the yosys run || 3
|-
| Core region area || 0.00547 mm²
|-
| Worst Path Arrival || around 2.1 ns
|-
| Final TNS setup || 0 ns
|-
| Final worst setup slack || 0.268 ns
|-
| Startpoint type of the worst setup path || register
|-
| Total clock buffers created by CTS || 3
|-
| Avg Synthesized Cell Area || 10.8 µm²
|-
| Avg Vias per Cell || 4.31
|-
| Endpoint kind of the worst setup timing path || output port
|-
| Synth Instances || 103
|-
| Wire length of the first global-routing pass || between 4 and 5 mm
|}
## worst reg2reg max path, stage by stage, from the launching register on
cell,delay (ns)
sky130_fd_sc_hd__dfrtp_1,0.47
sky130_fd_sc_hd__or4b_4,0.64
sky130_fd_sc_hd__nor4_4,0.34
sky130_fd_sc_hd__mux2_2,0.37
## cell type report
type | instances | area [µm²] | share of cell area
timing repair buffer | 25 | 248 | 0.167
tap | 72 | 90.1 | 0.0608
clock buffer | 4 | 55.1 | 0.0371
sequential | 20 | 500 | 0.338
multi-input combinational | 75 | 571 | 0.385
inverter | 5 | 18.8 | 0.0127
## Yosys cell counts, drive strengths merged
| library cell | instances |
|---|---|
| o21a | 1 |
| nand4b | 2 |
| xnor2 | 7 |
| o21ai | 2 |
| nand2 | 3 |
| a21oi | 5 |
| and2 | 2 |
| a21o | 1 |
| buf | 1 |
| ha | 4 |
| a22oi | 1 |
| o22a | 1 |
| a22o | 1 |
| xor2 | 3 |
| or4b | 1 |
| nor4b | 1 |
| o31a | 1 |
| nor2b | 1 |
| nand3 | 12 |
| dfrtp | 20 |
| and3 | 1 |
| nor4 | 3 |
| and4bb | 1 |
| nor2 | 7 |
| or3b | 1 |
| a31oi | 1 |
| nand2b | 1 |
| mux2 | 3 |
| clkbuf | 2 |
| inv | 5 |
| nor3 | 3 |
| or4 | 1 |
| or3 | 3 |
| nand4 | 1 |
## power by group
group	internal (µW)	switching, µW
sequential	269	0
combinational	2.00	5.47
clock	117	87.9
total	388	93.4
## metrics by stage
| stage | util | hold slack [ns] |
|---|---|---|
| CTS | 0.271 | 0.513 |
| detailed placement | 0.261 | 0.500 |
| global placement | 0.261 | 0.491 |
| finish | 0.271 | 0.507 |
| global route | 0.271 | 0.552 |
| floorplan | - | 0.304 |
## metal layers
layer / GRT usage / vias up / wire, µm / share of wire
li1: - / 427 / - / -
met1: 0.0838 / 414 / 1210 / 0.45
met3: 0.0296 / 2 / 315 / 0.12
met2: 0.0892 / 24 / 1140 / 0.43
met4: 0.00249 / 0 / 11 / 0.0041
met5: 0 / - / 0 / 0
## cell families (layout without fill, tap and decap cells)
family | Yosys count | count (layout) | synth area share
AOI/OAI and AO/OA | 14 | 14 | 0.0824
xor gates and xnor gates | 10 | 10 | 0.0790
adders and majority gates | 4 | 4 | 0.0451
buffers and inverters | 8 | 34 | 0.0339
DFF | 20 | 20 | 0.451
muxes | 3 | 3 | 0.0305
and+or+nand+nor | 44 | 44 | 0.278
## final timing paths
path	endpoint	slack, ns	startpoint
setup reg to reg	U2.pixel_reg[4]	1.08	U1.pixel_reg[3]
hold / removal	U1.pixel_reg[0]	0.51	U1.pixel_reg[0]
min in group asynchronous	U2.pixel_reg[1]	0.68	reset_n
hold reg to reg	U1.pixel_reg[0]	0.51	U1.pixel_reg[0]
setup / recovery	hsync	0.27	U1.pixel_reg[7]
max in group asynchronous	U1.pixel_reg[7]	2.10	reset_n
Power figures rest on the tool's default switching activity, not on a simulated workload.
